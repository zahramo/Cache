==> design.v <==
`timescale 1ps/1ps
module mux2 (
    sel,
    inp1,
    inp2,
    out
    );
    parameter n = 32;
    input sel;
    input [n-1:0]inp1, inp2;
    output [n-1:0]out;
    assign out = sel ? inp2 : inp1;
endmodule
==> run.sh <==
#!/bin/bash
# OpenROAD 26Q1-2900-gdf79404cd8, Yosys 0.63+post, stock flow scripts
make -C /OpenROAD-flow-scripts/flow DESIGN_CONFIG=/design/flow/config.mk WORK_HOME=/design/flow/orfs finish
==> config.mk <==
export PLATFORM = sky130hd
export DESIGN_NAME = mux2
export DESIGN_NICKNAME = mux2
export VERILOG_FILES = /design/flow/design.v
export SDC_FILE = /design/flow/constraint.sdc
export NUM_CORES = 4
export LEC_CHECK = 1
export CORE_AREA = 10 10 70 70
export DIE_AREA = 0 0 80 80
==> constraint.sdc <==
current_design mux2

set clk_period 1.0
set clk_io_pct 0.2

create_clock -name clk0 -period $clk_period

set non_clock_inputs [all_inputs -no_clocks]
set_input_delay [expr $clk_period * $clk_io_pct] -clock clk0 $non_clock_inputs
set_output_delay [expr $clk_period * $clk_io_pct] -clock clk0 [all_outputs]
==> qor.txt <==
Aoi share - 0%
Post-Route Setup TNS - -5.03 ns
Mux frac, synth - 86.9%
Design area - 1700 µm²
Tool warning count - 34
Clk pwr share - 0%
Relative slew slack - 95.9%
Initial antenna violation count - 0
Vias in the first global route - 824
Worst setup SP type - input port
Post-CTS Hold Fix Bufs - 0
Final ANT Viol Nets - 0
Register area - 0 µm²
Share of cells above drive strength 1 - 56.2%
Core Area - 3420 µm²
Pre-antenna DRT Iters - 2
Post-synth seq share - 0%
Yosys stat chip area - 544 µm²
Main logic family - multiplexers
Critical path required time - 0.80 ns
First-pass GRT wire length - 4.15 mm
Critical path arrival - 0.98 ns
Setup Crit Path Kind - input port to output pin
Seq Cell Count - 0
Yosys cell count - 36
GRT overflow - 0
Xor/xnor share - 0%
Core Util at FP - 15.9%
Via density - 3.80
Failing checks - negative setup slack
Largest net degree at the start of global routing - 8
VDD IR max - 173 µV
Sw Ratio - 21.3%
N_diodes - 0
Residual DRC - 0
Worst Hold Depth - 3
CP Capture Type - output pin
Die y size - 80 µm
Detailed Place HPWL - 2.40 mm
Status - finished with violations
Cells after Synth - 36
Num rows - 21
Highest clock rate - 851 MHz
Dpl ws - -0.497 ns
Final WL - 2.85 mm
NetSw - 0.000141 W
Synthesis-to-finish area growth - 212%
Max_cap viols - 0
Slew @ Worst Pin - 0.0611 ns
Tot GR Track Use - 7.87%
Number of library cell types mapped by synthesis - 4
Adder Share, Synth - 0%
Routability cong. - 0.760
Ports - 97
Total leakage power - 0.990 nW
Drt first-iter violations - 4
Count of final hold-check violations - 0
Yosys warnings - 0
CP max FO - 7
RSZ-0062 raised after global routing - true
Post-Syn Area per Cell - 15.1 µm²
Pwr dens - 389 nW/µm²
Min Tclk post-route - 1.18 ns
CLK BUF - 0
I/O Buffers - 97
Die X - 80 µm
Max-slew violations - 0
Reg power frac - 0%
Final setup violation count - 32
Final worst-path cycle share - 118%
Int Pwr - 0.000519 W
Post-Syn Area - 544 µm²
PnR worst setup slack - -0.175 ns
Via count - 730
Worst hold path class - input port to output pin
Average wire per standard cell - 14.8 µm
Placed Area - 1540 µm²
Gate power share - 100.0%
Most numerous logic cell after layout - dlygate4sd2_1
Die area - 6400 µm²
Top cells excl fill/tap - 40 x dlygate4sd2_1, 32 x mux2_4, 29 x buf_6
Yosys simple share - 0%
[worst max-delay path, stage by stage]
cell and delay [ns]:
buf_12 0.11, buf_12 0.13, buf_8 0.12, mux2_4 0.30, buf_6 0.11
[routing by layer]
metal  vias up  track usage, %  wire, µm
met5         -               0         0
met2        51            14.3      1390
met4         0               0         0
li1        362               -         -
met3         0            3.07       313
met1       317            8.97      1140
[power groups by stage]
| stage | Combinational, W | Clock, W | Sequential [W] |
|---|---|---|---|
| after CTS | 0.000644 | 0 | 0 |
| after global routing | 0.000706 | 0 | 0 |
| final | 0.000660 | 0 | 0 |
[what timing repair did]
item | CTS | global route
setup buffers | 14 | 0
endpoints found under the setup margin | 32 | 32
cloned | 1 | 0
gates resized | 170 | 23
[cell families (layout without fill, tap and decap cells)]
kind of cell / Yosys count / count (layout)
multiplexers: 32 / 32
buffers and inverters: 4 / 114
[layout make-up]
type / count / area (µm²)
Fill cell: 327 / 1720
Multi-Input combinational cell: 32 / 480
Timing Repair Buffer: 114 / 1160
Tap cell: 46 / 57.6
[final timing paths]
kind / startpoint / end / slack [ns]
max: sel / out[31] / -0.18
min: inp1[24] / out[24] / 0.69
[cells in the mapped netlist (all sizes together)]
cell type	n	area [µm²]
buf	4	71.3
mux2	32	473
[stage by stage]
step                      util [%]  instances  power (W)  hold slack (ns)
after floorplan                  -         36   0.000206            0.498
after global placement        45.0        177   0.000654             1.33
after detailed placement      45.0        177   0.000655             1.33
after CTS                     47.0        192   0.000644            0.800
after global routing          49.7        192   0.000706            0.714
final                         49.7        192   0.000660            0.694
Power figures rest on the tool's default switching activity, not on a simulated workload.
