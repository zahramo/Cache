==> flow/design.v <==
`timescale 1ps/1ps
module cacheCU(
    clk,
    rst,
    hit,
    memReady,
    req,
    cRead,
    cWrite,
    rRead,
    rWrite,
    selOut,
    ready
    );
    input clk, rst, hit, memReady, req;
    output reg cRead, cWrite, rRead, rWrite, selOut, ready;
    reg [1:0] ps, ns;
    always @(posedge clk , posedge rst)begin
      if(rst) ps <= 4'b0;
      else ps <= ns;
    end
    always @(ps) begin
        cRead = 1'b0;
        cWrite = 1'b0;
        rRead = 1'b0;
        rWrite = 1'b0;
        selOut = 1'b1;
        ready = 1'b0;
        case(ps)
            2'b00: ready = 1;
            2'b01:begin
                    cRead = 1'b1;
                    selOut = 1'b1;
            end
            2'b10: begin 
                selOut = 1'b0;
                cWrite = 1'b1;
                rRead = 1'b1;
            end
            2'b11:begin 
            end
        endcase
    end
    always @(req, ps, hit, memReady)begin
        case(ps)
            2'b00:ns <= req && hit ? 2'b01 :
                    req && ~hit ? 2'b10 :
                    2'b00;
            2'b01:ns <= 2'b00;
            2'b10:ns <= memReady ? 2'b11 :
                        2'b10;
            2'b11:ns <= 2'b00;
            default:ns <= ns;
        endcase
    end
endmodule
==> flow/run.sh <==
#!/bin/bash
# OpenROAD 26Q1-2900-gdf79404cd8, Yosys 0.63+post, stock flow scripts
make -C /OpenROAD-flow-scripts/flow DESIGN_CONFIG=/design/flow/config.mk WORK_HOME=/design/flow/orfs finish
==> flow/config.mk <==
export PLATFORM = sky130hd
export DESIGN_NAME = cacheCU
export DESIGN_NICKNAME = cacheCU
export VERILOG_FILES = /design/flow/design.v
export SDC_FILE = /design/flow/constraint.sdc
export NUM_CORES = 4
export LEC_CHECK = 1
export CORE_AREA = 10 10 70 70
export DIE_AREA = 0 0 80 80
==> flow/constraint.sdc <==
current_design cacheCU

set clk_period 1.7
set clk_io_pct 0.2

create_clock -name clk0 -period $clk_period [get_ports {clk}]

set non_clock_inputs [all_inputs -no_clocks]
set_input_delay [expr $clk_period * $clk_io_pct] -clock clk0 $non_clock_inputs
set_output_delay [expr $clk_period * $clk_io_pct] -clock clk0 [all_outputs]
==> results.yml <==
# synthesis and place-and-route metrics
run_status:
  status: "completed"
timing:
  clock-skew-final_ns: 0.00387
  drv_slew: 0
  finalCritPeriodShare_pct: 96.1
  finalCriticalPeriod_ns: 1.63
  finalHoldViolations: 0
  setup_viol: 0
  timing.final.ws_setup_ns: 0.0661
  max_freq_mhz: 612
  finalSetupTns_ns: 0
  grt_setup_unrepaired: "false"
finish:
  reg_top3: "ps: 4 flops"
  lay_top_count: "clkdlybuf4s50_1"
  regMostFlops: "ps"
  syn2layout_area_growth_pct: 102
  drive_above_1_share_pct: 33.3
  largest_register_ffs: 4
  final_cell_mix: "clkdlybuf4s50_1 (6), inv_1 (4), clkbuf_4 (3)"
flow_run:
  cap_violations: 0
  warnings: 25
critical_path:
  slowest_delay_ns: 0.48
  required_ns: 1.36
  crit_path_end_kind: "output pin"
  startpoint_type: "flop"
  rrSetupSlack_ns: 0.74
  arrival_ns: 1.29
  crit_path_max_fanout: 3
  path_class: "reg -> out"
  cp_slowest_cell: "clkdlybuf4s50_1"
  cp_cell_sequence: "nor3_2 > clkdlybuf4s50_1"
power:
  ir_drop_mv: 0.178
  p_leak_nw: 0.166
  p_per_area_nw_per_um2: 945
yosys:
  top_area_cell: "dfrtp_1"
  area_leaders: "dfrtp_1 (40%), dfstp_2 (14%), buf_4 (8.0%)"
  ys_cells: 20
  ys_ff: 4
  synth_cells: 20
  synth_warnings: 1
  ys_chip_area_um2: 188
  netlist_area_um2: 188
  top_area_share_pct: 40.0
  ys_seq_share_pct: 54.0
  synth_cell_types: 13
  syn_avg_cell_area_um2: 9.38
floorplanning:
  die_x_um: 80
  die_height_um: 80
  rows: 21
  core_um2: 3420
  initCoreUtil_pct: 5.49
  die-area_um2: 6400
  io_pins: 11
clocking:
  clk_transition_reported_paths_ns: 0.04
  clk_latency_ns: 0.24
  cts_buffers: 3
  clkSinkCount: 4
  cts_tree: "yes"
  cts_root_buffer: "clkbuf_4"
  clk_path_buf_depth: 2
  h-tree-depth: 1
grt:
  antenna_found_initial: 0
  grt_max_degree: 5
  grt_pass1_wl_um: 821
  overflow: 0
  grt_pass1_vias: 184
  grtUsageTotal_pct: 1.74
placement:
  post-place-ws_ns: 0.240
  hpwl_um: 441
  gp_congestion: 0.685
  io_buffers: 9
drt:
  via_per_inst: 2.20
  drtAntennaViolNets: 0
  drc: 0
  dr.pass1.iters: 2
  drtIter0Drc: 7
  insertedDiodeCount: 0
  wl_per_cell_um: 6.91
  num_vias: 174
  routed_wl_um: 546
min_path:
  hp-class: "in -> async"
## metal layers
layer	vias to the layer above	track usage (%)	routed length, um
li1	87	-	-
met1	72	1.67	209
met2	15	1.52	148
met3	0	3.18	188
met4	0	0.528	0
met5	-	0	0
## critical path, delay by kind of cell (launching register included)
family | cells | cell delay (ns)
AND/OR/NAND/NOR | 1 | 0.18
buffers and inverters | 1 | 0.48
flip-flops | 1 | 0.40
## Yosys cell counts (all sizes together)
master  n
and2    1
and3    1
buf     2
conb    1
dfrtp   3
dfstp   1
inv     4
nand2   1
nor2    1
nor3    3
o21ai   1
o22ai   1
## cell families after synthesis
kind of cell    count (synthesis)  share of synthesized area [%]
other cells                     1                           2.00
compound gates                  2                           6.00
simple gates                    7                           22.0
buf+inv                         6                           16.0
flops                           4                           54.0
## where the power goes
| group | internal [mW] | total (mW) | leakage, nW | switching, mW |
|---|---|---|---|---|
| sequential | 0.111 | 0.125 | 0.0497 | 0.0149 |
| combinational | 0.0753 | 0.103 | 0.102 | 0.0278 |
| clock | 0.0883 | 0.130 | 0.0150 | 0.0415 |
## final timing paths
| path | startpoint | to | depth (start not counted) |
|---|---|---|---|
| min reg2reg | ps[3] | ps[0] | 2 |
| max reg2reg | ps[0] | ps[0] | 3 |
| min | rst | ps[2] | 2 |
| max in group asynchronous | rst | ps[0] | 2 |
| max | ps[1] | cRead | 2 |
| min in group clk0 | ps[3] | ps[0] | 2 |
## layout make-up
| class | count | area (um^2) |
|---|---|---|
| Inverter | 4 | 15.0 |
| Multi-Input combinational cell | 10 | 72.6 |
| Timing Repair Buffer | 11 | 105 |
| Sequential cell | 4 | 103 |
| Clock buffer | 4 | 26.3 |
| Tap cell | 46 | 57.6 |
| Fill cell | 398 | 3040 |
## timing repair
action | in CTS | in global routing
setup buffers | 1 | 1
pin swaps | 0 | 1
setup endpoints to repair | 4 | 3
resized | 3 | 4
hold buffers | 0 | 0
## metrics by stage
step	total power [mW]	cell area, um^2	hold slack [ns]	cells	utilization, %
2_1_floorplan	0.153	188	0.105	20	-
3_3_place_gp	0.218	320	0.483	73	9.38
3_5_place_dp	0.221	320	0.507	73	9.38
4_1_cts	0.358	357	0.287	78	10.4
5_1_grt	0.388	379	0.316	79	11.1
6_report	0.358	379	0.290	79	11.1
No activity file was given, so power comes from the tool's default toggle rates.
